**design.v**
```verilog
module tx_async_gearbox (
  input  logic        clk_in,
  input  logic        clk_in_reset,
  input  logic        clk_out,
  input  logic        clk_out_reset,
  input  logic [65:0] data_in,
  input  logic        valid_in,
  output logic [31:0] data_out,
  output logic        valid_out
);
  localparam BUFFER_SIZE = 4;
  localparam PTR_SIZE = $clog2(BUFFER_SIZE);
  localparam BIT_PTR_SIZE = $clog2(BUFFER_SIZE<<7);
  localparam ROLL_OVER = BUFFER_SIZE * 66;
  logic empty;
  logic wr_en;
  (* ramstyle = "logic" *) logic [65:0] buffer [BUFFER_SIZE-1:0];
  logic [PTR_SIZE-1:0] wr_ptr, next_wr_ptr;
  logic [PTR_SIZE-1:0] wr_ptr_g;
  logic [BIT_PTR_SIZE-1:0] rd_b_ptr, next_rd_b_ptr, raw_next_rd_b_ptr;
  logic [PTR_SIZE-1:0] wr_ptr_g_sync1, wr_ptr_g_sync2;
  logic [PTR_SIZE-1:0] wr_ptr_sync;
  logic [PTR_SIZE-1:0] rd_ptr, next_rd_ptr;
  logic [6:0] row_sel, next_row_sel;
  logic [131:0] read_row;
  assign wr_en = valid_in && ~clk_in_reset;
  assign next_wr_ptr = wr_ptr + 1;
  always_ff @(posedge clk_in or posedge clk_in_reset) begin
    if (clk_in_reset) begin
      wr_ptr <= 0;
      wr_ptr_g <= 0;
    end else if (valid_in) begin
      wr_ptr <= next_wr_ptr;
      wr_ptr_g <= next_wr_ptr ^ (next_wr_ptr >> 1);
    end
  end
  always_ff @(posedge clk_in) begin
    if (wr_en)
    buffer[wr_ptr] <= data_in;
  end
  assign empty = (rd_ptr == wr_ptr_sync);
  assign raw_next_rd_b_ptr = rd_b_ptr + 32;
  assign next_rd_b_ptr = (raw_next_rd_b_ptr >= ROLL_OVER) ? (raw_next_rd_b_ptr - ROLL_OVER) : raw_next_rd_b_ptr;
  assign next_rd_ptr = next_rd_b_ptr / 66;
  assign next_row_sel = next_rd_b_ptr % 66;
  always_ff @(posedge clk_out or posedge clk_out_reset) begin
    if (clk_out_reset) begin
      rd_b_ptr <= 0;
      rd_ptr <= 0;
      row_sel <= 0;
    end else if (~empty) begin
      rd_b_ptr <= next_rd_b_ptr;
      rd_ptr <= next_rd_ptr;
      row_sel <= next_row_sel;
    end
  end
  always_ff @(posedge clk_out or posedge clk_out_reset) begin
    if (clk_out_reset) {wr_ptr_g_sync2, wr_ptr_g_sync1} <= 0;
    else               {wr_ptr_g_sync2, wr_ptr_g_sync1} <= {wr_ptr_g_sync1, wr_ptr_g};
  end
  always_comb begin
    for (int i = 0; i < PTR_SIZE; i++)
      wr_ptr_sync[i] = ^(wr_ptr_g_sync2 >> i);
  end
  always_comb begin
    read_row = {buffer[rd_ptr+1],buffer[rd_ptr]};
  end
  always_ff @(posedge clk_out) begin
    data_out <= read_row[row_sel+:32];
    valid_out <= ~empty;
  end
endmodule : tx_async_gearbox
```
**run.sh**
```bash
#!/bin/bash
# OpenROAD 26Q1-2900-gdf79404cd8, Yosys 0.63+post, stock flow scripts
make -C /OpenROAD-flow-scripts/flow DESIGN_CONFIG=/design/flow/config.mk WORK_HOME=/design/flow/orfs finish
```
**config.mk**
```make
export PLATFORM = sky130hd
export DESIGN_NAME = tx_async_gearbox
export DESIGN_NICKNAME = tx_async_gearbox
export VERILOG_FILES = /design/flow/design.v
export SDC_FILE = /design/flow/constraint.sdc
export NUM_CORES = 4
export LEC_CHECK = 1
export CORE_UTILIZATION = 30
```
**constraint.sdc**
```tcl
current_design tx_async_gearbox

set clk_period 7.1
set clk_io_pct 0.2

create_clock -name clk0 -period $clk_period [get_ports {clk_in}]
create_clock -name clk1 -period $clk_period [get_ports {clk_out}]

set non_clock_inputs [all_inputs -no_clocks]
set_input_delay [expr $clk_period * $clk_io_pct] -clock clk0 $non_clock_inputs
set_output_delay [expr $clk_period * $clk_io_pct] -clock clk0 [all_outputs]
```
==> metrics.csv <==
stage,metric,value,unit
worst_setup_path,FF-to-FF path depth,19,
finish,P&R area growth vs syn,15.82,%
worst_setup_path,Worst Path Arrival,4570,ps
global_route,vias in the first global route,12250,
pwr,Lkg Pwr,7.114,nW
synthesis,yosys adder share,0.7091,%
worst_setup_path,CP Launch Point,rd_b_ptr[3]$_DFFE_PP0P_,
placement,gp weighted congestion,0.9525,
run,max cap viols,0,
synthesis,Dominant combinational family,multiplexers,
finish,non-filler instance count after layout,2253,
pwr,Cell Pwr Density,496.6,mW/mm2
finish,fraction of layout cells with a size suffix above 1,17.54,%
synthesis,synthesized flop and latch total,317,
routing,Antenna Nets Post-Route,0,
floorplan,Chip Width,244.5,um
synthesis,Avg Inst Size Synth,12.40,um2
timing,Fin Setup TNS,0,ps
synthesis,Synth Seq Share,51.51,%
synthesis,area fraction in compound gates,9.928,%
synthesis,"XOR Share, Synth",0.6737,%
synthesis,post-synthesis async set-or-reset flop share,6.309,%
worst_setup_path,crit path capture,row_sel[4]$_DFFE_PP0P_,
cts,Clock Sinks,317,
cts,hold_buf cts,0,
global_route,largest net degree at the start of global routing,76,
worst_setup_path,crit path DRT,7290,ps
cts,CTS tree,done,
timing,setup violators final,0,
synthesis,yosys cell count,1423,
floorplan,IO Count,104,
worst_setup_path,type of origin of the critical path,flip-flop,
timing,Relative slew margins,43.96,%
floorplan,Die Size,0.05979,mm2
synthesis,Post-synth EDFFs,264,
worst_setup_path,largest fanout on the critical path,10,
synthesis,Synth Instances,1423,
worst_setup_path,CP Class,reg2reg,
worst_setup_path,reg2reg end,row_sel[4]$_DFFE_PP0P_,
routing,1st-iter DRT viols,816,
timing,Final Hold Vio Count,0,
global_route,antenna violations before repair,0,
timing,Clock Skew,13.41,ps
placement,Detailed Place HPWL,35670,um
routing,total routed wirelength,48030,um
placement,input/output buffers,102,
cts,cts repair resizes,0,
placement,placed cells,2196,
worst_setup_path,Reg2Reg Launch Point,rd_b_ptr[3]$_DFFE_PP0P_,
worst_hold_path,Hold Path Class,reg2reg,
routing,ANT cells,0,
global_route,first-pass GRT wire length,74340,um
pwr,VDD IR max,184.8,uV
cts,"Clk pin slew, worst setup/hold paths",70,ps
timing,Final Max-Slew Violation Tally,0,
run,tool warnings,30,
worst_setup_path,R2R Setup Slk,2730,ps
outcome,outcome,finished clean,
synthesis,Post-Synthesis Cell Area,0.01764,mm2
synthesis,Unique cell types,74,
timing,Worst Max-Slew Pin Slew,831.8,ps
floorplan,# rows,88,
floorplan,fp_density,30.47,%
routing,first-pass detailed-route iteration total,7,
global_route,grt ovf,0,
synthesis,yosys warns,1,
routing,routed len/inst,21.32,um
floorplan,core area,0.05792,mm2
finish,final-layout fill cell count,5623,
routing,DRC viols,0,
synthesis,mux share,24.00,%
global_route,GRT Overall Usage,17.25,%
routing,via/cell ratio,5.260,
synthesis,main flop type,edfxtp_1,
synthesis,yosys stat area,0.01764,mm2
cts,post-CTS setup buffers,0,
synthesis,simple share,9.970,%
floorplan,Die Ht,244.5,um
routing,routed vias,11850,
timing,RSZ-0062 raised after global routing,false,
worst_setup_path,CP Capture Type,flip-flop,
[registers in the layout, summed over array words and instances (netlist names)]
| signal | cells |
|---|---|
| buffer | 264 |
| data_out | 32 |
| rd_b_ptr | 6 |
| row_sel | 6 |
| wr_ptr_g | 2 |
| wr_ptr_g_sync1 | 2 |
| wr_ptr_g_sync2 | 2 |
| rd_ptr | 1 |
| valid_out | 1 |
| wr_ptr | 1 |
[worst max-delay path, cell delays in order, from the launching register on]
cell and delay [ps]:
dfrtp_1 500, inv_1 170, ha_1 330, and2_1 200
a21o_1 120, and3_1 450, o211ai_2 220, a21o_1 230
inv_1 100, ha_1 210, nand2_1 80, o21ai_2 250
nand2_4 110, inv_4 80, ha_1 200, o2111a_1 220
nand3_1 80, o31a_1 200, a2111o_1 430, o311ai_1 80
[cell usage in the layout (no fill, tap or decap), types with 5 or more instances in the layout]
master / synthesis / final
nand2_1: 305 / 305
edfxtp_1: 264 / 264
mux4_2: 138 / 138
o21ai_0: 113 / 113
clkdlybuf4s50_1: 0 / 102
mux2i_1: 90 / 90
nor2_1: 52 / 52
o211ai_1: 48 / 48
a21oi_1: 44 / 44
dfxtp_1: 33 / 33
clkbuf_16: 0 / 32
inv_1: 22 / 20
mux2_2: 20 / 20
buf_4: 2 / 20
dfrtp_1: 20 / 13
o22ai_1: 10 / 10
ha_1: 10 / 10
nor3_1: 9 / 9
a31oi_1: 9 / 9
nand3_1: 7 / 7
nand2b_1: 6 / 6
a211oi_1: 6 / 6
o221ai_1: 6 / 6
clkbuf_1: 80 / 6
bufinv_16: 0 / 6
nor2b_1: 5 / 5
xnor2_1: 5 / 5
or2_2: 5 / 5
clkinvlp_4: 0 / 5
[layer usage]
layer  up-vias  wire length [um]  global-route usage [%]
li1       5517                 -                       -
met4         0               859                   2.684
met1      5834             18970                   23.05
met3        47              5683                   8.852
met5         -                 0                       0
met2       452             22510                   26.39
[worst min-delay path by stage]
stage / from / endpoint / slack (ps) / cells after the start
after CTS: wr_ptr_g_sync1[0]$_DFF_PP0_ / wr_ptr_g_sync2[0]$_DFF_PP0_ / 350 / 0
after global routing: wr_ptr_g_sync1[1]$_DFF_PP0_ / wr_ptr_g_sync2[1]$_DFF_PP0_ / 360 / 0
final: wr_ptr_g_sync1[0]$_DFF_PP0_ / wr_ptr_g_sync2[0]$_DFF_PP0_ / 350 / 0
[Yosys cell counts, types with 6 or more instances]
master | count | area, um2
mux2_2 | 20 | 225.2
nand2_1 | 305 | 1145
ha_1 | 10 | 125.1
o221ai_1 | 6 | 52.55
clkbuf_1 | 80 | 300.3
mux2i_1 | 90 | 900.9
o211ai_1 | 48 | 360.4
buf_2 | 19 | 95.09
buf_1 | 13 | 48.80
mux4_2 | 138 | 3108
nor2_1 | 52 | 195.2
a31oi_1 | 9 | 56.30
o22ai_1 | 10 | 62.56
dfxtp_1 | 33 | 660.6
o21ai_0 | 113 | 565.5
dfrtp_1 | 20 | 500.5
nand3_1 | 7 | 35.03
nor3_1 | 9 | 45.04
a211oi_1 | 6 | 45.04
and2_1 | 8 | 50.05
a21oi_1 | 44 | 220.2
edfxtp_1 | 264 | 7928
inv_1 | 22 | 82.58
nand2b_1 | 6 | 37.54
[cells by family after synthesis]
logic type | count (synthesis)
fa+ha+maj | 10
flops | 317
simple gates | 418
compound gates | 279
buf+inv | 140
mux | 248
xor+xnor | 11
[stage by stage]
step | util (%) | power (mW) | hold WS, ps | instance area, um2 | worst slack, ps
2_1_floorplan | - | 6.741 | 331.2 | 17640 | 3427
3_3_place_gp | 33.41 | 8.459 | 339.0 | 19350 | 2812
3_5_place_dp | 33.41 | 8.445 | 337.1 | 19350 | 2789
4_1_cts | 35.29 | 10.22 | 353.7 | 20440 | 2734
5_1_grt | 35.29 | 10.93 | 359.3 | 20440 | 2318
6_report | 35.29 | 10.15 | 350.9 | 20440 | 2729
[final cells by class]
class,instances,area [um2],share of cell area [%]
Clock inverter,19,264.0,1.292
Clock buffer,38,823.3,4.029
Timing Repair Buffer,123,1191,5.829
Tap cell,765,957.2,4.684
Sequential cell,317,9107,44.57
Inverter,25,98.84,0.4837
Multi-Input combinational cell,966,7994,39.12
[power breakdown]
| group | leakage (nW) | switching [mW] | internal, mW | total, mW |
|---|---|---|---|---|
| Sequential | 2.91 | 0.376 | 2.37 | 2.75 |
| Clock | 0.515 | 0.694 | 1.05 | 1.74 |
| Combinational | 3.69 | 3.26 | 2.39 | 5.66 |
| Total | 7.11 | 4.33 | 5.82 | 10.1 |
Power figures rest on the tool's default switching activity, not on a simulated workload.
