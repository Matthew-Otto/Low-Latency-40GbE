===== /design/flow/run.sh =====
#!/bin/bash
# OpenROAD 26Q1-2900-gdf79404cd8, Yosys 0.63+post, stock flow scripts
make -C /OpenROAD-flow-scripts/flow DESIGN_CONFIG=/design/flow/config.mk WORK_HOME=/design/flow/orfs finish

===== /design/flow/config.mk =====
export PLATFORM = sky130hd
export DESIGN_NAME = rx_async_gearbox
export DESIGN_NICKNAME = rx_async_gearbox
export VERILOG_FILES = /design/flow/design.v
export SDC_FILE = /design/flow/constraint.sdc
export NUM_CORES = 4
export LEC_CHECK = 1
export CORE_UTILIZATION = 30

===== /design/flow/constraint.sdc =====
current_design rx_async_gearbox

set clk_period 5.0
set clk_io_pct 0.2

create_clock -name clk0 -period $clk_period [get_ports {clk_in}]
create_clock -name clk1 -period $clk_period [get_ports {clk_out}]

set non_clock_inputs [all_inputs -no_clocks]
set_input_delay [expr $clk_period * $clk_io_pct] -clock clk0 $non_clock_inputs
set_output_delay [expr $clk_period * $clk_io_pct] -clock clk0 [all_outputs]

===== /design/flow/design.v =====
module rx_async_gearbox (
  input  logic        clk_in,
  input  logic        clk_in_reset,
  input  logic        clk_out,
  input  logic        clk_out_reset,
  input  logic [31:0] data_in,
  input  logic        valid_in,
  input  logic        bitslip,
  output logic [65:0] data_out,
  output logic        valid_out
);
  localparam BUFFER_SIZE = 8;
  localparam ADDR_SIZE = $clog2(BUFFER_SIZE);
  localparam PTR_SIZE = $clog2(BUFFER_SIZE<<5);
  logic empty;
  logic wr_en;
  logic [4:0]   sel_addr;
  logic [127:0] read_row;
  logic [65:0]  data_out_sel;
  (* ramstyle = "logic" *) logic [31:0] buffer [BUFFER_SIZE-1:0];
  logic [PTR_SIZE-1:0]  w_ptr_b, next_w_ptr_b;
  logic [ADDR_SIZE-1:0] w_addr_g;
  logic [ADDR_SIZE-1:0] r_ptr_addr;
  logic [PTR_SIZE-1:0]  r_ptr_b, next_r_ptr_b;
  logic [PTR_SIZE-1:0]  r_ptr_g;
  logic [ADDR_SIZE-1:0] w_addr_g_sync2, w_addr_g_sync1;
  logic [ADDR_SIZE-1:0] w_addr_b_sync;
  logic [PTR_SIZE-1:0]  w_ptr_b_sync;
  assign next_w_ptr_b = w_ptr_b + 32;
  assign wr_en = valid_in && ~clk_in_reset;
  always_ff @(posedge clk_in or posedge clk_in_reset) begin
    if (clk_in_reset) begin
      w_ptr_b <= 0;
      w_addr_g <= 0;
    end else if (valid_in) begin
      w_ptr_b <= next_w_ptr_b;
      w_addr_g <= (next_w_ptr_b >> 5) ^ (next_w_ptr_b >> 6);
    end
  end
  always_ff @(posedge clk_in) begin
    if (wr_en)
      buffer[w_ptr_b>>5] <= data_in;
  end
  assign next_r_ptr_b = bitslip ? r_ptr_b + 67 : r_ptr_b + 66;
  assign empty = (next_r_ptr_b > w_ptr_b_sync) && (r_ptr_b <= w_ptr_b_sync);
  always_ff @(posedge clk_out or posedge clk_out_reset) begin
    if (clk_out_reset) begin
      r_ptr_b <= 0;
      r_ptr_g <= 0;
    end else if (~empty && ~clk_out_reset) begin
      r_ptr_b <= next_r_ptr_b;
      r_ptr_g <= next_r_ptr_b ^ (next_r_ptr_b >> 1);
    end
  end
  always_ff @(posedge clk_out or posedge clk_out_reset) begin
    if (clk_out_reset) {w_addr_g_sync2, w_addr_g_sync1} <= 0;
    else           {w_addr_g_sync2, w_addr_g_sync1} <= {w_addr_g_sync1, w_addr_g};
  end
  always_comb begin
    for (int i = 0; i < ADDR_SIZE; i++)
      w_addr_b_sync[i] = ^(w_addr_g_sync2 >> i);
    w_ptr_b_sync = w_addr_b_sync << 5;
    r_ptr_addr = r_ptr_b>>5;
    sel_addr = bitslip ? (r_ptr_b & 5'h1F) + 1 : (r_ptr_b & 5'h1F);
    read_row = {buffer[r_ptr_addr+3],buffer[r_ptr_addr+2],buffer[r_ptr_addr+1],buffer[r_ptr_addr]};
    data_out_sel = read_row[sel_addr+:66];
  end
  always_ff @(posedge clk_out) begin
    data_out <= data_out_sel;
    valid_out <= ~empty && ~clk_out_reset;
  end
endmodule : rx_async_gearbox

==> results.sh <==
# physical design summary
export IMPL_setup_tns_final_ns=0
export IMPL_crit_family="multiplexers"
export IMPL_core_um2=67800
export IMPL_chipArea_um2=70000
export IMPL_dr_first_iter_drc_count=1544
export IMPL_rsz0062_at_grt="no"
export IMPL_path_clk_slew_ns=0.07
export IMPL_viasPerCell=5.77
export IMPL_syn_area_um2=20700
export IMPL_synth_area_per_cell_um2=12.7
export IMPL_wl_um=69000
export IMPL_ys_seq_frac=0.459
export IMPL_worst_ep_required_time_ns=5.20
export IMPL_status="complete, no violations"
export IMPL_finalHoldViolations=0
export IMPL_ff2ff_path_depth=8
export IMPL_num_io_pins=105
export IMPL_gr_total_overflow=0
export IMPL_min_path_cells=0
export IMPL_area_growth_pct=15.3
export IMPL_worstPathMaxFanout=45
export IMPL_die_w_um=265
export IMPL_drive_above_1_share=0.208
export IMPL_cts_setup_buffers=0
export IMPL_drc=0
export IMPL_row_count=95
export IMPL_synthTopCellsByArea="edfxtp_1, mux4_2, mux2i_1"
export IMPL_cts_tree="done"
export IMPL_synth_cell_types=73
export IMPL_cts_sinks=342
export IMPL_async_flop_share=0.0556
export IMPL_worstPathArrival_ns=4.59
export IMPL_yosys_area_um2=20700
export IMPL_regToRegSetupSlack_ns=0.61
export IMPL_worst_pin_slew_ns=0.944
export IMPL_initial_core_util=0.305
export IMPL_fill_cells=6472
export IMPL_fin_util=0.352
export IMPL_synth_cells=1624
export IMPL_port_buffers=103
export IMPL_crit_buf_inv=1
export IMPL_cts_hold_buf=0
export IMPL_yosys_area_top_type="edfxtp_1"
export IMPL_cap_violations=0
export IMPL_synth_warnings=1
export IMPL_synthFlopType="edfxtp_1"
export IMPL_dpl_hpwl_um=51200
export IMPL_tool_warnings=31
export IMPL_maxSlewViolCount=0
export IMPL_grt_pass1_vias=15100
export IMPL_synth_top_area_share=0.371
export IMPL_dr_pass1_iters=6
export IMPL_rr_endpoint="data_out[59]"
export IMPL_antenna_found_initial=4
export IMPL_cts_resized=0
export IMPL_die_h_um=265
export IMPL_path_common_cell="mux2i_1"
export IMPL_routabilityCongestion=0.996
export IMPL_hp_start="w_addr_g_sync1[0]"
export IMPL_grt_start_max_net_pins=78
export IMPL_wl_per_cell_um=26.7
export IMPL_cp_start_kind="register"
export IMPL_worstSetupEndpointType="register"
export IMPL_hp_class="register to register"
export IMPL_finalSetupViolCount=0
export IMPL_finalClockSkew_ns=0.0201
export IMPL_ys_ff=342
export IMPL_slowest_delay_ns=0.63
export IMPL_grt_first_pass_wirelength_um=102000
export IMPL_edf_count=256
export IMPL_antenna_left=0
export IMPL_ys_cells=1624
export IMPL_crit_chain="buf_4 -> mux4_2 -> mux2i_1 -> mux2i_1 -> mux2i_1 -> mux2i_1 -> a211oi_1 -> a222oi_1"
export IMPL_via_count=14900
export IMPL_r2r_start="r_ptr_b[5]"
export IMPL_worstSetupPathType="register to register"
export IMPL_min_to="w_addr_g_sync2[0]"
export IMPL_cp_slowest_cell="a211oi_1"
export IMPL_slew_limit_headroom=0.371
export IMPL_grtUsageTotal=0.207
## cell usage in the layout, fill, tap and decap left out, types with 12 or more instances in the layout
cell / netlist / final
mux2i_1: 179 / 178
dfxtp_1: 67 / 67
clkbuf_16: 0 / 34
mux2_2: 59 / 59
buf_4: 16 / 46
a22oi_1: 18 / 18
a221o_1: 17 / 17
nand2_1: 122 / 122
o211ai_1: 22 / 22
ha_1: 15 / 14
dfrtp_1: 19 / 17
xnor2_1: 21 / 16
o22a_1: 12 / 12
nor2_1: 160 / 154
a21oi_1: 72 / 72
clkdlybuf4s50_1: 0 / 103
mux4_2: 149 / 149
a211oi_1: 24 / 24
o22ai_1: 34 / 34
nor3_1: 13 / 13
o221ai_1: 21 / 21
o21ai_0: 44 / 44
nand3_1: 17 / 17
o21ai_1: 12 / 12
edfxtp_1: 256 / 256
## per-stage QoR
step / setup WS, ns / hold slack [ns] / std cells / instance area (um2)
after global routing: 0.351 / 0.357 / 2580 / 23900
after CTS: 0.627 / 0.351 / 2580 / 23900
after floorplan: 0.0419 / 0.331 / 1624 / 20700
after global placement: 0.505 / 0.334 / 2520 / 22700
final: 0.608 / 0.348 / 2581 / 23900
after detailed placement: 0.487 / 0.335 / 2520 / 22700
## layout make-up
| type | count | area (um2) | area share |
|---|---|---|---|
| tap | 873 | 1090 | 0.0458 |
| antenna | 1 | 2.50 | 0.000105 |
| sequential | 342 | 9510 | 0.399 |
| timing repair buffer | 157 | 1540 | 0.0644 |
| inverter | 13 | 48.8 | 0.00205 |
| multi-input combinational | 1135 | 10500 | 0.441 |
| clock inverter | 23 | 269 | 0.0113 |
| clock buffer | 37 | 872 | 0.0366 |
## worst reg2reg max path: stages (launching register included)
cell and delay (ns):
dfrtp_4 0.58, buf_4 0.63, mux4_2 0.65, mux2i_1 0.59
mux2i_1 0.35, mux2i_1 0.34, mux2i_1 0.19, a211oi_1 0.63
a222oi_1 0.28
## flip-flops by register name, indices dropped and copies added, names as in the netlist
| name | count |
|---|---|
| r_ptr_b | 8 |
| buffer | 256 |
| valid_out | 1 |
| w_addr_g | 3 |
| w_addr_g_sync2 | 3 |
| w_addr_g_sync1 | 3 |
| data_out | 66 |
| w_ptr_b | 2 |
## routing by layer
| layer | share of wire | wire (um) | track usage |
|---|---|---|---|
| met5 | 0.00083 | 57 | 0 |
| met4 | 0.030 | 2040 | 0.0473 |
| met3 | 0.12 | 8040 | 0.0958 |
| met2 | 0.48 | 32800 | 0.328 |
| met1 | 0.38 | 26100 | 0.266 |
## Yosys cell counts, types with 5 or more instances
| cell type | n |
|---|---|
| mux4_1 | 5 |
| mux2i_1 | 179 |
| nand3_1 | 17 |
| a211oi_1 | 24 |
| nor4_1 | 5 |
| a221oi_1 | 10 |
| a21o_1 | 5 |
| o221ai_1 | 21 |
| o22ai_1 | 34 |
| buf_2 | 34 |
| o21ai_0 | 44 |
| mux2_2 | 59 |
| dfxtp_1 | 67 |
| a21oi_1 | 72 |
| a222oi_1 | 6 |
| a22oi_1 | 18 |
| clkbuf_1 | 47 |
| nand2_1 | 122 |
| xor2_1 | 7 |
| nor3_1 | 13 |
| mux4_2 | 149 |
| ha_1 | 15 |
| nor2_1 | 160 |
| a32oi_1 | 6 |
| buf_1 | 11 |
| o22a_1 | 12 |
| buf_6 | 20 |
| buf_4 | 16 |
| edfxtp_1 | 256 |
| a31oi_1 | 8 |
| o21ai_1 | 12 |
| a221o_1 | 17 |
| o211ai_1 | 22 |
| dfrtp_1 | 19 |
| inv_1 | 11 |
| xnor2_1 | 21 |
## worst max-delay path by stage
| stage | slack [ns] | start | depth (start not counted) | to |
|---|---|---|---|---|
| 4_1_cts | 0.63 | r_ptr_b[5] | 8 | data_out[59] |
| 5_1_grt | 0.35 | r_ptr_b[5] | 10 | data_out[37] |
| 6_report | 0.61 | r_ptr_b[5] | 8 | data_out[59] |
## kinds of logic (layout without fill, tap and decap cells)
logic type               Yosys count  after routing  synth area share
AND/OR/NAND/NOR                  343            343            0.0682
flip-flops                       342            342             0.459
multiplexers                     397            397             0.291
buffers and inverters            147            230            0.0413
other                              0              1                 0
AND-OR/OR-AND                    350            350             0.118
adder cells (fa/ha/maj)           15             15           0.00907
XOR/XNOR                          30             30            0.0134
